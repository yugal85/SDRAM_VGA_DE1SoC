File: design.v
`timescale 1ns / 1ps
module fifo
    #(parameter W = 4, B = 8)   
    (
        input clk,
        input rst_n,
        input wr,               
        input rd,               
        input [B-1:0] wr_data,  
        output reg [B-1:0] rd_data,   
        output reg full,        
        output reg empty        
    );
    reg [B-1:0] array_reg [0:(2**W)-1];
    reg [W-1:0] rd_ptr = 0;    
    reg [W-1:0] wr_ptr = 0;    
    reg fifo_wrap = 0;         
    always @(posedge clk or negedge rst_n) begin
        if (!rst_n) begin
            rd_ptr <= 0;
            wr_ptr <= 0;
            full <= 0;
            empty <= 1;
            fifo_wrap <= 0;
            rd_data <= 0;
        end else begin
            if (wr && !full) begin
                array_reg[wr_ptr] <= wr_data;
                wr_ptr <= wr_ptr + 1;
                if (wr_ptr == (2**W - 1)) fifo_wrap <= 1;  
                empty <= 0;   
            end
            if (rd && !empty) begin
                rd_data <= array_reg[rd_ptr];
                rd_ptr <= rd_ptr + 1;
                if (rd_ptr == (2**W - 1)) fifo_wrap <= 0;  
                full <= 0;   
            end
            full <= (wr_ptr == rd_ptr) && fifo_wrap;  
            empty <= (wr_ptr == rd_ptr) && !fifo_wrap;  
        end
    end
endmodule
File: run.sh
#!/bin/bash
# OpenROAD 26Q1-2900-gdf79404cd8, Yosys 0.63+post, stock flow scripts
make -C /OpenROAD-flow-scripts/flow DESIGN_CONFIG=/design/flow/config.mk WORK_HOME=/design/flow/orfs finish
File: config.mk
export PLATFORM = sky130hd
export DESIGN_NAME = fifo
export DESIGN_NICKNAME = fifo
export VERILOG_FILES = /design/flow/design.v
export SDC_FILE = /design/flow/constraint.sdc
export NUM_CORES = 4
export LEC_CHECK = 1
export CORE_UTILIZATION = 50
File: constraint.sdc
current_design fifo

set clk_period 2.5
set clk_io_pct 0.2

create_clock -name clk0 -period $clk_period [get_ports {clk}]

set non_clock_inputs [all_inputs -no_clocks]
set_input_delay [expr $clk_period * $clk_io_pct] -clock clk0 $non_clock_inputs
set_output_delay [expr $clk_period * $clk_io_pct] -clock clk0 [all_outputs]
==> results.json <==
{
  "grt_pass1_wl_mm": 20.0,
  "avgViaCountPerCell": 5.89,
  "drtIter0Drc": 221,
  "grt_setup_unrepaired": "no",
  "vias": 3442,
  "combPwrFrac": 0.308,
  "syn_area_per_cell_um2": 15.7,
  "async_flop_share": 0.129,
  "synthFlopType": "edfxtp_1",
  "largest_reg_flops": 128,
  "ys_area_um2": 5890,
  "layoutNonFillerInstCount": 584,
  "ys_warn_count": 2,
  "io_pins": 22,
  "cts_tree": "done",
  "drt_pass1_iterations": 5,
  "pwr_density_cell_nw_per_um2": 1200,
  "drv_slew": 0,
  "area_growth_pct": 19.9,
  "status": "finished, final reports clean",
  "synth_area_um2": 5890,
  "clock_latency_ns": 0.41,
  "die_w_um": 111,
  "postSynthCellCount": 375,
  "synth_seq_share": 0.733,
  "die_h_um": 111,
  "final-seq-area_um2": 4320,
  "wire_per_inst_um": 22.3,
  "clkSinkCount": 147,
  "holdWs_ns": 0.428,
  "yosys.area_share.simple": 0.0760,
  "synth_top_area_share": 0.652,
  "fa_ha_area_frac": 0.0170,
  "hold_buffers": 0,
  "grt_pass1_vias": 3545,
  "tool_warnings": 31,
  "layout-drive-gt1-share": 0.184,
  "core_area_um2": 11500,
  "ys_seq_elements": 147,
  "htree_levels": 4,
  "ctsResizeCount": 0,
  "leakage_uw": 0.00242,
  "worst_setup_path_start_kind": "flip-flop",
  "clkPwrFrac": 0.320,
  "drt_wl_total_mm": 13.0,
  "skew_ns": 0.00444,
  "gp_congestion": 0.835,
  "cts_root_buffer": "clkbuf_16",
  "yosys_cells": 375,
  "p_int_uw": 5810,
  "arrival_ns": 2.45,
  "gr-total-overflow": 0,
  "fp_util": 0.514,
  "ys_types": 47,
  "rows": 39,
  "area_leaders": "edfxtp_1 (65%), dfrtp_1 (7.6%), nor2_1 (1.9%), a222oi_1 (1.9%), ha_1 (1.7%)",
  "max_cap_violations": 0,
  "peakVddDrop_mv": 1.52,
  "synth-compound-area-share": 0.109,
  "drtAntennaViolNets": 0,
  "setup_ws_ns": 0.337,
  "period_minus_slack_ns": 2.16,
  "hp-class": "flip-flop to flip-flop",
  "synthMuxAreaShare": 0.0176,
  "port_buffers": 21,
  "p_seq_frac": 0.372,
  "layout.area.comb_um2": 1390,
  "clk_path_buf_depth": 2,
  "fill_cells": 818,
  "die_area_um2": 12200,
  "post-route-drc-count": 0,
  "grt_max_degree": 34,
  "max_freq_mhz": 462,
  "edf_count": 128,
  "cp.required_ns": 2.79,
  "relSlewSlack": 0.572,
  "setup-tns-final_ns": 0,
  "ys_sh_xor": 0.0149,
  "period_used_share": 0.865,
  "worstMarginPinSlew_ns": 0.640,
  "end_kind": "flip-flop",
  "worstSetupPathType": "flip-flop to flip-flop",
  "antenna_cells": 0,
  "finalSetupViolCount": 0,
  "cp_max_fo": 13,
  "place_ws_ns": 0.142,
  "cts_buffers": 17,
  "hold_viol_final": 0,
  "dp_cells": 552,
  "antenna_found_initial": 0,
  "largest_area_cell": "edfxtp_1",
  "power_switching_uw": 2640,
  "top_logic_kind": "AND-OR/OR-AND gates",
  "grt_use_total": 0.243,
  "hpwl_mm": 8.23,
  "cts_setup_buffers": 0,
  "switching_share": 0.312,
  "clk_pin_slew_ns": 0.06
}
-- synthesized netlist by cell type, types with 3 or more instances --
| master | count |
|---|---|
| buf_4 | 4 |
| inv_1 | 6 |
| nor3_1 | 9 |
| o221ai_1 | 4 |
| edfxtp_1 | 128 |
| nor4_1 | 3 |
| a32o_1 | 3 |
| nand2b_1 | 6 |
| a222oi_1 | 11 |
| clkbuf_1 | 3 |
| ha_1 | 8 |
| buf_6 | 5 |
| nor2b_1 | 4 |
| nor2_1 | 30 |
| a311oi_1 | 4 |
| xor2_1 | 4 |
| a221oi_2 | 3 |
| a22o_1 | 3 |
| xnor2_1 | 6 |
| mux2i_1 | 7 |
| dfrtp_1 | 18 |
| a221oi_1 | 8 |
| o22ai_1 | 5 |
| buf_2 | 10 |
| a31oi_1 | 4 |
| o21ai_0 | 8 |
| nand3_1 | 11 |
| a22oi_1 | 13 |
| a21oi_1 | 7 |
| nand2_1 | 18 |
-- layout by cell type, fill, tap and decap left out, drive strengths merged, types with 5 or more instances in the layout --
cell type and n:
a22oi 13, ha 8, nor3 10, clkdlybuf4s50 21
dfrtp 18, nor2 30, a222oi 11, bufinv 5
edfxtp 128, inv 7, nand2 21, a221oi 11
xnor2 6, o21ai 10, buf 36, nand2b 6
clkinv 7, mux2i 7, nand3 11, clkbuf 17
a21oi 7, o22ai 5
-- power by group through the flow --
stage                 clock network (µW)  registers [µW]  logic, µW
after CTS                           2730            3140       2620
after global routing                2840            3180       2840
final                               2700            3140       2610
-- cell families after synthesis --
family | Yosys count
AND-OR/OR-AND | 80
flip-flops | 147
XOR/XNOR | 10
AND/OR/NAND/NOR | 92
buffers and inverters | 29
multiplexers | 9
adder cells (fa/ha/maj) | 8
-- metrics by stage --
stage	utilization	cell area, µm²	power [µW]
finish	0.616	7060	8450
global route	0.616	7060	8850
CTS	0.616	7060	8490
detailed placement	0.560	6420	5790
global placement	0.560	6420	5760
floorplan	-	5890	4850
-- cell type report --
class | count | area share
clock inverter | 15 | 0.0299
timing repair buffer | 57 | 0.0733
tap | 143 | 0.0253
sequential | 147 | 0.612
clock buffer | 17 | 0.0602
inverter | 6 | 0.00319
multi-input combinational | 199 | 0.196
-- routing by layer --
| metal | GRT usage | up-vias | share of wire |
|---|---|---|---|
| li1 | - | 1590 | - |
| met1 | 0.372 | 1645 | 0.39 |
| met2 | 0.334 | 192 | 0.45 |
| met3 | 0.158 | 15 | 0.14 |
| met4 | 0.0329 | 0 | 0.017 |
| met5 | 0 | - | 0 |
-- critical path: stages (launching register included) --
cell and delay (ns):
dfrtp_1 0.44, ha_2 0.35, buf_4 0.20, a222oi_1 0.37
buf_4 0.19, nor2_1 0.04, nor3_1 0.24, buf_4 0.17
a221oi_2 0.04
-- path summary, 6_finish.rpt --
| kind | start | end | slack, ns | depth (start not counted) |
|---|---|---|---|---|
| setup / recovery | rd_ptr[0]$_DFFE_PN0P_ | rd_data[5]$_DFFE_PN0P_ | 0.34 | 8 |
| hold / removal | fifo_wrap$_DFF_PN0_ | empty$_DFF_PN1_ | 0.43 | 1 |
| setup reg to reg | rd_ptr[0]$_DFFE_PN0P_ | rd_data[5]$_DFFE_PN0P_ | 0.34 | 8 |
| hold reg to reg | fifo_wrap$_DFF_PN0_ | empty$_DFF_PN1_ | 0.43 | 1 |
| max in group asynchronous | rst_n | empty$_DFF_PN1_ | 1.63 | 2 |
| min in group asynchronous | rst_n | full$_DFF_PN0_ | 0.60 | 2 |
Power figures rest on the tool's default switching activity, not on a simulated workload.
