==> flow/design.v <==
`timescale 1ns / 1ps
module uart_tx
  #(
    parameter DBIT = 8,     
              SB_TICK = 16  
  )
  ( 
    input wire clk,
    input wire reset,
    input wire [7:0] data_in,
    input wire s_tick,
    input wire tx_start,
    output reg tx_done_tick,
    output wire data_out
  );
  localparam [1:0] idle = 2'b00, start = 2'b01, data = 2'b10, stop = 2'b11;
  reg [1:0] state_reg, state_next;
  reg [3:0] cnt_15_reg, cnt_15_next;       
  reg [2:0] cnt_8_reg, cnt_8_next;         
  reg [7:0] shift_out_reg, shift_out_next;
  reg tx_reg, tx_next;
  localparam [3:0] TICK_COUNT = 4'b1111;        
  localparam [3:0] STOP_TICK_COUNT = SB_TICK - 1;
  always @(posedge clk or posedge reset) begin
    if (reset) begin
      state_reg <= idle;
      cnt_15_reg <= 4'b0000;
      cnt_8_reg <= 3'b000;
      shift_out_reg <= 8'b00000000;
      tx_reg <= 1'b1;
    end else begin
      state_reg <= state_next;
      cnt_15_reg <= cnt_15_next;
      cnt_8_reg <= cnt_8_next;
      shift_out_reg <= shift_out_next;
      tx_reg <= tx_next;
    end
  end
  always @* begin
    state_next = state_reg;
    cnt_15_next = cnt_15_reg;
    cnt_8_next = cnt_8_reg;
    shift_out_next = shift_out_reg;
    tx_next = tx_reg;
    tx_done_tick = 1'b0;
    case (state_reg)
      idle: begin
        tx_next = 1'b1;
        if (tx_start) begin
          state_next = start;
          cnt_15_next = 4'b0000;
          shift_out_next = data_in;
        end
      end
      start: begin
        tx_next = 1'b0;
        if (s_tick) begin
          if (cnt_15_reg == 4'b0111) begin   
            state_next = data;
            cnt_15_next = 4'b0000;
            cnt_8_next = 3'b000;
          end else begin
            cnt_15_next = cnt_15_reg + 4'b0001;
          end
        end
      end
      data: begin
        tx_next = shift_out_reg[0];
        if (s_tick) begin
          if (cnt_15_reg == TICK_COUNT) begin   
            cnt_15_next = 4'b0000;
            shift_out_next = shift_out_reg >> 1;
            if (cnt_8_reg == (DBIT - 1))
              state_next = stop;
            else
              cnt_8_next = cnt_8_reg + 3'b001;
          end else begin
            cnt_15_next = cnt_15_reg + 4'b0001;
          end
        end
      end
      stop: begin
        tx_next = 1'b1;
        if (s_tick) begin
          if (cnt_15_reg == STOP_TICK_COUNT) begin   
            state_next = idle;
            tx_done_tick = 1'b1;
          end else begin
            cnt_15_next = cnt_15_reg + 4'b0001;
          end
        end
      end
    endcase
  end
  assign data_out = tx_reg;
endmodule
==> flow/run.sh <==
#!/bin/bash
# OpenROAD 26Q1-2900-gdf79404cd8, Yosys 0.63+post, stock flow scripts
make -C /OpenROAD-flow-scripts/flow DESIGN_CONFIG=/design/flow/config.mk WORK_HOME=/design/flow/orfs finish
==> flow/config.mk <==
export PLATFORM = sky130hd
export DESIGN_NAME = uart_tx
export DESIGN_NICKNAME = uart_tx
export VERILOG_FILES = /design/flow/design.v
export SDC_FILE = /design/flow/constraint.sdc
export NUM_CORES = 4
export LEC_CHECK = 1
export CORE_AREA = 10 10 98 98
export DIE_AREA = 0 0 108 108
==> flow/constraint.sdc <==
current_design uart_tx

set clk_period 2.7
set clk_io_pct 0.2

create_clock -name clk0 -period $clk_period [get_ports {clk}]

set non_clock_inputs [all_inputs -no_clocks]
set_input_delay [expr $clk_period * $clk_io_pct] -clock clk0 $non_clock_inputs
set_output_delay [expr $clk_period * $clk_io_pct] -clock clk0 [all_outputs]
==> impl_metrics.yaml <==
# flow metrics
run:
  drv_cap: 0
  warning_count: 25
final_timing:
  hold_viol: 0
  rsz0062_at_grt: "false"
  fin_crit_ns: 2.397
  clock_skew_ns: 0.002913
  fmax_mhz: 417.2
  report.final.slew_viol_count: 0
  relSlewSlack_pct: 48.66
  setup_tns_ns: 0
  finalSetupViolations: 0
  tightestPinTransition_ns: 0.7693
  min_period_over_period_pct: 88.78
cells_and_area:
  largest_reg_flops: 8
  utilization_pct: 17.60
  drive_above_1_share_pct: 22.52
  nFillCells: 827
  synthToLayoutAreaGrowth_pct: 27.19
place:
  portBuffers: 13
  dpl.hpwl_microns: 1585
  gp_congestion: 0.7780
power_and_ir_drop:
  swShare_pct: 23.49
  seqPwrFrac_pct: 51.9
  power.internal_uw: 505.8
  vdd_drop_max_v: 0.0001738
  p_clk_share_pct: 34.4
  combPwrFrac_pct: 13.7
  switchingPower_uw: 155.3
  power.density_mw_per_mm2: 491.1
  p_leak_nw: 0.5335
synth:
  synthDistinctLibCells: 27
  synthTopCellsByArea: "dfrtp_1 43%, mux2_2 17%, dfstp_2 5.0%"
  ys_cells: 98
  ys_area_sq_mm: 0.001059
  ys_ff: 20
  yosysWarnings: 1
  syn_inst: 98
  syn_area_per_cell_sq_um: 10.80
  postSynthSeqShare_pct: 47.52
  synth_top_cell_by_area: "dfrtp_1"
  syn_area_sq_mm: 0.001059
  yosysTopAreaCellShare_pct: 42.55
setup_path:
  cpPeakStageDelay_ns: 0.58
  worstSetupEndpointType: "output port"
  cp_max_fo: 7
  critPathKind: "input pin to output port"
  crit_chain: "clkdlybuf4s50_1, inv_1, nor2_1, clkdlybuf4s50_1"
  cpMostUsedCell: "clkdlybuf4s50_1"
  crit_required_ns: 2.16
  crit_slowest_cell: "clkdlybuf4s50_1"
  crit_arrival_ns: 1.86
  startpoint_type: "input pin"
routing:
  route.met3.wl_microns: 139
  firstDrtPassIters: 4
  m1WireLength_microns: 1039
  diodes: 0
  wl_per_cell_microns: 9.742
  dr.max_layer_used: "met4"
  wl_met2_microns: 886
  drcViolationCount: 0
  ant_nets: 0
  wirelength_microns: 2075
  viasPerCell: 3.319
  drt_iter0_drc: 13
  vias: 707
die:
  ios: 14
  placementRows: 32
  fp_util_pct: 13.84
  core_region_area_sq_mm: 0.007647
  die_h_microns: 108
  dieWidth_microns: 108
  die-area_sq_mm: 0.01166
clock_tree:
  clk_pin_slew_ns: 0.07
  ctsHoldBuffers: 0
  numCtsBuffers: 3
  cts_post_setup_buffers_inserted: 0
  cts_max_path_buffers: 2
  cts_root_buf: "clkbuf_8"
  ctsResizeCount: 0
  htree_levels: 1
  clk_latency_ns: 0.25
  clkSinkCount: 20
  cts_tree: "built"
outcome:
  status: "finished, final reports clean"
worst_hold_path:
  min_path_type: "flop to flop"
global_route:
  grt_max_degree: 21
  grt_pass1_wl_microns: 3546
  gr-total-overflow: 0
  grt_pass1_vias: 707
  grtUsageTotal_pct: 3.717
  antenna_found_initial: 0
cell usage in the layout (no fill, tap or decap), drive strengths merged:
master	netlist	routed
a211o	1	1
a21oi	5	5
a41oi	2	2
clkbuf	0	4
clkdlybuf4s50	0	13
dfrtp	18	18
dfstp	2	2
ha	3	3
inv	7	7
mux2	16	16
mux2i	3	3
nand2	10	10
nand2b	3	3
nand3	4	4
nand4	2	2
nand4b	1	1
nor2	2	2
nor2b	2	2
nor3	1	1
o211ai	1	1
o21ai	8	8
o22ai	1	1
o31ai	1	1
or3	1	1
cell type report:
cell class	instances	area, sq um	area share (%)
Timing Repair Buffer	13	130.1	9.665
Clock buffer	4	55.05	4.089
Sequential cell	20	503.0	37.36
Inverter	7	26.28	1.952
Multi-Input combinational cell	67	504.2	37.45
Tap cell	102	127.6	9.480
synth_stat cells (all sizes together):
cell	number
mux2i	3
dfrtp	18
nand4b	1
nor2b	2
dfstp	2
mux2	16
nand2b	3
buf	4
o22ai	1
nand4	2
nand3	4
nand2	10
a211o	1
or3	1
ha	3
a21oi	5
o31ai	1
o211ai	1
nor3	1
a41oi	2
nor2	2
inv	7
o21ai	8
power by group through the flow:
stage     Sequential, mW  Combinational, mW  Clock [mW]
4_1_cts            0.343             0.0923       0.236
5_1_grt            0.347              0.106       0.244
6_report           0.343             0.0904       0.227
routing by layer:
layer	vias to the layer above	global-route usage, %
li1	371	-
met1	319	5.376
met2	15	5.345
met3	2	1.506
met4	0	0.1908
met5	-	0
metrics by stage:
step | setup WS, ns | instance area [sq um] | instances | hold slack, ns | total power, mW
2_1_floorplan | 1.175 | 1059 | 98 | 0.4581 | 0.4088
3_3_place_gp | 0.2851 | 1291 | 209 | 0.4783 | 0.4381
3_5_place_dp | 0.2797 | 1291 | 209 | 0.4814 | 0.4409
4_1_cts | 0.2796 | 1346 | 213 | 0.5081 | 0.6717
5_1_grt | 0.1549 | 1346 | 213 | 0.5158 | 0.6963
6_report | 0.3029 | 1346 | 213 | 0.4965 | 0.6611
path summary, 6_finish.rpt:
path,slack (ns),to,cells past startpoint,start
setup / recovery,0.30,tx_done_tick,4,s_tick
hold / removal,0.50,tx_reg,1,shift_out_reg[0]
setup reg to reg,0.86,cnt_15_reg[1],4,state_reg[1]
hold reg to reg,0.50,tx_reg,1,shift_out_reg[0]
max in group asynchronous,1.49,shift_out_reg[6],2,reset
min in group asynchronous,0.72,state_reg[1],2,reset
worst max-delay path: cells and delay by family:
kind	cells	cell delay, ns
buffers and inverters	3	1.18
and+or+nand+nor	1	0.13
kinds of logic (layout without fill, tap and decap cells):
| family | after synthesis | in the layout | synth area share, % |
|---|---|---|---|
| compound gates | 19 | 19 | 10.99 |
| fa+ha+maj | 3 | 3 | 3.546 |
| buf+inv | 11 | 24 | 4.846 |
| flops | 20 | 20 | 47.52 |
| mux | 19 | 19 | 19.86 |
| simple gates | 26 | 26 | 13.24 |
Power figures rest on the tool's default switching activity, not on a simulated workload.
