**flow/design.v**
```verilog
`timescale 1ns / 1ps
module uart_rx
  #(
    parameter DBIT = 8,           
              SB_TICK = 16        
  )
  ( 
    input wire clk,
    input wire reset,
    input wire data_in,
    input wire s_tick,
    output reg rx_done_tick,      
    output wire [7:0] data_out    
  );
  localparam [1:0] 
    IDLE  = 2'b00, 
    START = 2'b01, 
    DATA  = 2'b10, 
    STOP  = 2'b11;
  reg [1:0] state_reg, state_next;
  reg [3:0] cnt_15_reg, cnt_15_next;    
  reg [2:0] cnt_8_reg, cnt_8_next;      
  reg [7:0] shift_out_reg, shift_out_next;   
  localparam [2:0] DBIT_MAX = 3'b111;         
  localparam [3:0] SB_TICK_MAX = 4'b1111;     
  always @(posedge clk or posedge reset) begin
    if (reset) begin
      state_reg <= IDLE;
      cnt_15_reg <= 4'b0000;
      cnt_8_reg <= 3'b000;
      shift_out_reg <= 8'b00000000;
      rx_done_tick <= 1'b0;
    end else begin
      state_reg <= state_next;
      cnt_15_reg <= cnt_15_next;
      cnt_8_reg <= cnt_8_next;
      shift_out_reg <= shift_out_next;
      rx_done_tick <= (state_reg == STOP) && (s_tick && cnt_15_reg == SB_TICK_MAX);
    end
  end
  always @* begin
    state_next = state_reg;
    cnt_15_next = cnt_15_reg;
    cnt_8_next = cnt_8_reg;
    shift_out_next = shift_out_reg;
    case (state_reg)
      IDLE: begin
        if (~data_in) begin
          state_next = START;
          cnt_15_next = 4'b0000;
        end
      end
      START: begin
        if (s_tick) begin
          if (cnt_15_reg == 4'b0111) begin   
            state_next = DATA;
            cnt_15_next = 4'b0000;
            cnt_8_next = 3'b000;
          end else begin
            cnt_15_next = cnt_15_reg + 4'b0001;
          end
        end
      end
      DATA: begin
        if (s_tick) begin
          if (cnt_15_reg == 4'b1111) begin   
            cnt_15_next = 4'b0000;
            shift_out_next = {data_in, shift_out_reg[7:1]};
            if (cnt_8_reg == DBIT_MAX)   
              state_next = STOP;
            else
              cnt_8_next = cnt_8_reg + 3'b001;
          end else begin
            cnt_15_next = cnt_15_reg + 4'b0001;
          end
        end
      end
      STOP: begin
        if (s_tick) begin
          if (cnt_15_reg == SB_TICK_MAX) begin   
            state_next = IDLE;
          end else begin
            cnt_15_next = cnt_15_reg + 4'b0001;
          end
        end
      end
    endcase
  end
  assign data_out = shift_out_reg;
endmodule
```
**flow/run.sh**
```bash
#!/bin/bash
# OpenROAD 26Q1-2900-gdf79404cd8, Yosys 0.63+post, stock flow scripts
make -C /OpenROAD-flow-scripts/flow DESIGN_CONFIG=/design/flow/config.mk WORK_HOME=/design/flow/orfs finish
```
**flow/config.mk**
```make
export PLATFORM = sky130hd
export DESIGN_NAME = uart_rx
export DESIGN_NICKNAME = uart_rx
export VERILOG_FILES = /design/flow/design.v
export SDC_FILE = /design/flow/constraint.sdc
export NUM_CORES = 4
export LEC_CHECK = 1
export CORE_AREA = 10 10 86 86
export DIE_AREA = 0 0 96 96
```
**flow/constraint.sdc**
```tcl
current_design uart_rx

set clk_period 4.7
set clk_io_pct 0.2

create_clock -name clk0 -period $clk_period [get_ports {clk}]

set non_clock_inputs [all_inputs -no_clocks]
set_input_delay [expr $clk_period * $clk_io_pct] -clock clk0 $non_clock_inputs
set_output_delay [expr $clk_period * $clk_io_pct] -clock clk0 [all_outputs]
```
==> reports/metrics.cfg <==
[outcome]
status = completed

[synth]
postSynthCellCount = 86
ff_type = dfrtp_1
top_cells_by_count = 19 x dfrtp_1, 10 x mux2_2, 10 x nand2_1
ys_cells = 86
top_area_share_pct = 47.74
yosysUniqueCellTypes = 30
numSynthFlops = 20
yosys_warnings = 1
topCellsByArea = dfrtp_1 48%, mux2_2 11%, ha_1 3.8%, nand2_1 3.8%, o21ai_0 3.0%
top_cell = dfrtp_1
async_flop_share_pct = 100.0
synth_area_per_cell_um2 = 11.58
yosysTopAreaCell = dfrtp_1
synthesis.area_um2 = 996.0
yosys-stat-area_um2 = 996.0
ys_seq_share_pct = 50.38
edf_count = 0

[layout]
area_growth_pct = 25.88
comb_area_um2 = 447.9
largest_register_ffs = 8
seq_area_um2 = 501.7
final_area_mm2 = 0.001254
drive_gt1_share_pct = 18.37
fill_cells = 600

[drt]
via_per_inst = 3.900
num_vias = 663
totalWireLength_mm = 1.938
drtIter0Drc = 65
diodes = 0
wl_per_cell_um = 11.40
detail-route-antenna-nets = 0
dr.pass1.iters = 4
remaining_drc_errors = 0

[cts]
clockBufferDepth = 2
cts_buffers = 3
cts_root_buffer = clkbuf_8
post_cts_buffers = 0
worstSkewPairLatency_ns = 0.26
cts_tree = yes
htree_num_levels = 1
numClockSinks = 20
cts_resized = 0
clk_pin_slew_ns = 0.08
cts.hold.buffers_added = 0

[setup_path]
critPathRequiredTime_ns = 4.85
end_kind = flip-flop
arrival_ns = 2.86
worstSetupPathType = input pin to flip-flop
crit_path_start_kind = input pin
crit_fanout = 9

[sta]
worstMarginPinSlew_ns = 0.7639
setup_violations = 0
fin_crit_ns = 2.710
maxSlewViolCount = 0
fin_crit_sh_pct = 57.65
rsz0062_at_grt = no
fin_tns_setup_ns = 0
clock_skew_ns = 0.001068
finalHoldViolCount = 0
relSlewSlack_pct = 49.01
max_freq_mhz = 369.1

[grt]
grtUsageTotal_pct = 4.277
grt_pass1_vias = 639
antenna_found_initial = 0
grt_pass1_wl_mm = 3.222
grt_max_degree = 21
grt_remaining_overflow = 0

[power_and_ir_drop]
p_leak_uw = 0.0004941
irDropWorstVdd_uv = 122.1
totalPowerFinal_uw = 667.3
power.density_mw_per_mm2 = 532.3

[job]
tool_warnings = 25
drv_cap = 0

[die]
core_mm2 = 0.005540
die_x_um = 96
die-area_mm2 = 0.009216
fp_util_pct = 17.98
rows = 27
io_pins = 13
die_h_um = 96

[worst_hold_path]
hold_path.class = flip-flop to flip-flop

[place]
io_buffers = 12
place_area_mm2 = 0.001182
gp_congestion = 0.7312
hpwl_mm = 1.413

## layer usage
| layer | track usage (%) | wire length, um | vias to the layer above |
|---|---|---|---|
| met5 | 0 | 0 | - |
| met1 | 6.235 | 952 | 318 |
| met2 | 6.054 | 867 | 8 |
| li1 | - | - | 335 |
| met3 | 1.572 | 104 | 2 |
| met4 | 0.6143 | 13 | 0 |
## final cells by class
type                       count  area share [%]
tap                           72           7.186
timing repair buffer          12           9.581
inverter                       6           1.796
clock buffer                   3           3.293
sequential                    20           40.02
clock inverter                 1           2.395
multi-input combinational     56           35.73
## cells in the final DEF, fill, tap and decap left out, types with 2 or more instances in the layout
cell             count
clkbuf_8             3
clkdlybuf4s50_1     12
dfrtp_1             19
ha_1                 3
inv_1                6
mux2_2              10
mux2i_1              2
nand2_1             10
nand3_1              2
nor2_1               3
nor2b_1              2
nor3_1               2
o21ai_0              6
o31ai_1              2
## final timing paths
kind                                                 from                           end  slack [ns]  cells after the start
min in group asynchronous                           reset        state_reg[3]$_DFF_PP0_        1.12                      2
worst min register to register  cnt_15_reg[1]$_DFFE_PP0P_     cnt_15_reg[1]$_DFFE_PP0P_        0.53                      1
worst max register to register  cnt_15_reg[0]$_DFFE_PP0P_  shift_out_reg[1]$_DFFE_PP0P_        2.64                      4
max in group asynchronous                           reset  shift_out_reg[0]$_DFFE_PP0P_        3.10                      2
worst min-delay path            cnt_15_reg[1]$_DFFE_PP0P_     cnt_15_reg[1]$_DFFE_PP0P_        0.53                      1
worst max-delay path                               s_tick  shift_out_reg[1]$_DFFE_PP0P_        1.99                      4
## where the power goes
part | leakage, uW | switching [uW] | total [uW] | internal [uW]
sequential | 0.000239 | 65.2 | 299 | 234
clock | 0.0000357 | 61.4 | 175 | 114
combinational | 0.000219 | 61.9 | 193 | 132
total | 0.000494 | 188 | 667 | 479
## worst max-delay path, cell delays in order
cell,delay [ns]
clkdlybuf4s50_1,0.69
nand4_4,0.18
a2111oi_4,0.65
mux2_2,0.40
## per-stage QoR
step | util (%) | hold slack (ns) | cells | setup slack (ns)
global placement | 21.34 | 0.5018 | 166 | 1.724
global route | 22.63 | 0.5569 | 170 | 1.914
finish | 22.63 | 0.5291 | 170 | 1.991
floorplan | - | 0.4556 | 86 | 2.371
CTS | 22.63 | 0.5304 | 170 | 1.990
detailed placement | 21.34 | 0.5114 | 166 | 1.717
## cells by family after synthesis
logic type | count (synthesis) | synth area share, %
flip-flops | 20 | 50.38
AND-OR/OR-AND | 18 | 15.70
buffers and inverters | 10 | 4.648
AND/OR/NAND/NOR | 23 | 12.19
multiplexers | 12 | 13.32
adder cells (fa/ha/maj) | 3 | 3.769
Power and IR drop assume default switching activity.
